==> flow/design.v <==
module voter1(out, a, b, c) ;  
	output  out;
	input a, b, c;
	wire eq;
	assign eq=(a== b);
	assign out = eq? a :c;
endmodule
module ctr3T(clk, reset, ctr);  
	input clk;  
	input reset;  
	output [1:0]ctr;  
	reg [1:0] counter;
	assign ctr[0]= (!counter[1]) && (!counter[0]);
	assign ctr[1]=  (!counter[1]) && (!counter[0]);
	always @ (posedge clk or posedge reset) begin  
        if (reset)
            counter <= 0;
        else
            case (counter)
                0: counter <= 1;
                1: counter <= 2;
                2: counter <= 0;
            endcase  
    end  
endmodule
module ctr3Tmr(clk, reset, ctr);  
	input  clk;  
	input  [2:0]reset;  
	output [1:0]ctr;  
	wire [6:0]ctrL;
	genvar i;
	generate
		for (i=0;i<3; i=i+1)
		begin: ripple
			ctr3T count(clk, reset[i],ctrL[1+2*i:0+2*i]) ; 
		end
	endgenerate
	genvar i;
	generate
	for (i=0;i<2; i=i+1)
		begin: ripple
			voter1 V(ctr[i],ctrL[0+i],ctrL[2+i],ctrL[4+i]) ; 
		end
	endgenerate
endmodule	
==> flow/run.sh <==
#!/bin/bash
# OpenROAD 26Q1-2900-gdf79404cd8, Yosys 0.63+post, stock flow scripts
make -C /OpenROAD-flow-scripts/flow DESIGN_CONFIG=/design/flow/config.mk WORK_HOME=/design/flow/orfs finish
==> flow/config.mk <==
export PLATFORM = sky130hd
export DESIGN_NAME = ctr3Tmr
export DESIGN_NICKNAME = ctr3Tmr
export VERILOG_FILES = /design/flow/design.v
export SDC_FILE = /design/flow/constraint.sdc
export NUM_CORES = 4
export LEC_CHECK = 1
export CORE_AREA = 10 10 70 70
export DIE_AREA = 0 0 80 80
==> flow/constraint.sdc <==
current_design ctr3Tmr

set clk_period 1.1
set clk_io_pct 0.2

create_clock -name clk0 -period $clk_period [get_ports {clk}]

set non_clock_inputs [all_inputs -no_clocks]
set_input_delay [expr $clk_period * $clk_io_pct] -clock clk0 $non_clock_inputs
set_output_delay [expr $clk_period * $clk_io_pct] -clock clk0 [all_outputs]
==> metrics.yaml <==
yosys:
  postSynthCellCount: 34
  ys_area_um2: 397
  synth_adder_area_share: 0.312
  ys_cells: 34
  syn_avg_cell_area_um2: 11.7
  ys_seq_elements: 6
  logic_family: "adder cells"
  yosysTopAreaCell: "dfrtp_1"
  syn_area_um2: 397
  synthXorXnorAreaFrac: 0
  simple_gate_share: 0.00946
  mux_share: 0.164
  yosysWarnings: 1
  top_cells_by_area: "dfrtp_1 (38%), ha_1 (28%), mux2_4 (11%), inv_1 (8.5%), mux2i_1 (5.0%)"
  ys_seq_frac: 0.379
  aoi_share: 0.0126
  top_cell_area_share: 0.379
  ys_types: 9
setup_path:
  timing.critical_path.buf_inv: 2
  cp.required_ns: 0.88
  cp_cell_sequence: "inv_2, ha_4, maj3_2, buf_2"
  path_class: "flip-flop to output pin"
  r2r_end: "ripple[0].count.counter[1]"
  worst_setup_path_start_kind: "flip-flop"
  worst_r2r_path_depth: 3
  worstPathArrival_ns: 1.24
  slowest_stage: "dfrtp_1"
  ff2ff_setup_slack_ns: 0
  crit_family: "adder cells"
  end_kind: "output pin"
  path_max_fanout: 2
  cp_slowest_stage_delay_ns: 0.36
  reg2reg_from: "ripple[0].count.counter[0]"
pwr:
  p_per_area_nw_per_um2: 630
  p_comb_frac: 0.034
  clkPwrFrac: 0.469
  internal-power_uw: 355
  p_switching_uw: 90.1
  power_frac_seq: 0.497
  ir_worst_vdd_v: 0.000190
  p_leak_nw: 0.295
  p_sw_frac: 0.202
run_status:
  status: "complete, but fails checks"
  violations: "setup timing"
finish:
  top_regs: "ripple.count.counter: 6 flops"
  syn_to_final_growth_pct: 78.2
  top_register: "ripple.count.counter"
  largest_reg_flops: 6
  final_cell_mix: "buf_4 (14), ha_4 (8), dfrtp_1 (6)"
  stdcell_count: 100
  design_area_um2: 707
  drive_gt1_frac: 0.667
  lay_top_count: "buf_4"
grt:
  grt_max_degree: 4
  grt_pass1_vias: 311
  antenna_found_initial: 0
  grt_pass1_wl_mm: 1.32
  grt-ovfl-total: 0
  grtUsageTotal: 0.0256
route:
  ant_nets: 0
  diodes: 0
  wl_per_cell_um: 7.38
  drt_iter0_markers: 8
  vias_per_cell: 2.80
  finalWirelength_um: 738
  drt-pass1-iter-count: 2
  vias: 280
  drc: 0
placed_design:
  dp_hpwl_um: 557
  place_area_um2: 587
  placement.io_buffers: 5
  gp_congestion: 0.639
  dp_cells: 95
clock_network:
  cts_sinks: 6
  clkTransAtPathRegs_ns: 0.05
  cts-root-buf: "clkbuf_4"
  clock_path_buffers: 2
  cts_buffers: 3
  hold_buffers: 0
  cts_max_level: 1
  clkLatencyLatePin_ns: 0.25
  cts_tree: "done"
die:
  ios: 6
  dieHeight_um: 80
  row_count: 21
  dieArea_um2: 6400
  core_region_area_um2: 3420
  fp_util: 0.116
  die_x_um: 80
job:
  drv_cap: 0
  warning_count: 34
final_timing:
  rsz0062_at_grt: "true"
  worstMarginPinSlew_ns: 0.111
  hold_violations: 0
  timing.final.ws_setup_ns: -0.356
  fin_skew_ns: 0.000591
  finalSetupTns_ns: -0.714
  fin_crit_sh: 1.32
  fmax_mhz: 687
  holdWs_ns: 0.122
  setup_viol: 3
  relSlewSlack: 0.924
  final_max_slew_viol_count: 0
  period_minus_slack_ns: 1.46
worst_hold_path:
  worst_hold_path_type: "input port to asynchronous set/reset pin"
[through the flow]
step                      total power [mW]  worst slack [ns]  utilization
after global routing                 0.461            -0.412        0.207
after CTS                            0.455            -0.360        0.203
after global placement               0.240            -0.410        0.172
after floorplan                      0.229            -0.111            -
after detailed placement             0.240            -0.433        0.172
final                                0.445            -0.356        0.207
[cells in the mapped netlist]
| library cell | number |
|---|---|
| buf_4 | 2 |
| dfrtp_1 | 6 |
| ha_1 | 9 |
| inv_1 | 9 |
| maj3_2 | 1 |
| mux2_4 | 3 |
| mux2i_1 | 2 |
| nand2_1 | 1 |
| o21ai_0 | 1 |
[worst max path at each step]
stage | from | end | slack (ns) | cells after the start
4_1_cts | ripple[2].count.counter[1] | ctr[1] | -0.36 | 4
6_report | ripple[1].count.counter[1] | ctr[1] | -0.36 | 4
5_1_grt | ripple[0].count.counter[0] | ctr[0] | -0.41 | 4
[per-layer routing]
metal / vias to the layer above / wire length [µm] / track usage
li1: 143 / - / -
met1: 130 / 331 / 0.0317
met2: 5 / 329 / 0.0353
met3: 2 / 68 / 0.0170
met4: 0 / 9 / 0.00704
met5: - / 0 / 0
[area by class of cell]
class / count / area [µm²]
Fill cell: 373 / 2710
Multi-Input combinational cell: 17 / 298
Sequential cell: 6 / 150
Timing Repair Buffer: 19 / 145
Tap cell: 46 / 57.6
Inverter: 9 / 33.8
Clock buffer: 3 / 22.5
[cells by family (layout without fill, tap and decap cells)]
logic type / after synthesis / count (layout)
and+or+nand+nor: 1 / 1
buffers and inverters: 11 / 31
muxes: 5 / 5
adders and majority gates: 10 / 10
DFF: 6 / 6
AOI/OAI and AO/OA: 1 / 1
[power by group through the flow]
| stage | Sequential [mW] | Combinational (mW) | Clock, mW |
|---|---|---|---|
| final | 0.221 | 0.0151 | 0.209 |
| after global routing | 0.221 | 0.0173 | 0.222 |
| after CTS | 0.221 | 0.0157 | 0.218 |
[timing repair]
item,in CTS,in global routing
pin swaps,4,3
hold endpoints to repair,0,0
gates resized,21,3
buffers inserted,8,1
endpoints found under the setup margin,5,6
[worst reg2reg max path, stage by stage, from the launching register on]
cell and delay, ns:
dfrtp_1 0.39, buf_4 0.15, ha_1 0.19, mux2_4 0.26
Power is estimated from default activity; no workload was simulated.
