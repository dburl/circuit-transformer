### /design/flow/design.v
module ctr2RecT(clk, reset,  
					fail, save, rollBack,  
					readBuff,  
					substr  
					);
	input clk;  
	input reset;  
	input fail;  
	output save; 
	output rollBack; 
	output readBuff;  
	output substr;   
	reg [3:0] state;
	reg rollBack;  
	reg save;
	reg readBuff;  
	reg substr;  
		parameter phase1=		3'h0;  
		parameter phase2=		3'h1;  
		parameter rollBackF=      3'h2;
		parameter speed1=      3'h3;
		parameter speed2 =    	3'h4;
		parameter speed3 =       3'h5;  
always @ (posedge clk or posedge reset)
	begin 
		if (reset)
			begin
				state=phase1;
				rollBack<=0; 
				save<=0;
				readBuff<=0;
				substr <=0;
			end
		else 
			begin: fsm
				case (state)
					phase1:  
						if (fail==1)
							begin
								state=rollBackF;
								save<=1;
								rollBack<=1;
								readBuff<=1;
								substr <=1;
							end
						else
							begin
								state=phase2;
								save<=1;
							end
					phase2:  
						begin
							state= phase1;
							save<=0;
						end
					rollBackF:
						begin  
							state=speed1;
							save<=0;
						end
					speed1:
						begin  
							state=speed2;
							readBuff<=0;
						end
					speed2:
						begin  
							state=speed3;
							substr<=0;
						end
					speed3:
						begin
							state=phase2;
							rollBack<=0;
							save<=1;
						end
				endcase
			end
	end
endmodule
### /design/flow/run.sh
#!/bin/bash
# OpenROAD 26Q1-2900-gdf79404cd8, Yosys 0.63+post, stock flow scripts
make -C /OpenROAD-flow-scripts/flow DESIGN_CONFIG=/design/flow/config.mk WORK_HOME=/design/flow/orfs finish
### /design/flow/config.mk
export PLATFORM = sky130hd
export DESIGN_NAME = ctr2RecT
export DESIGN_NICKNAME = ctr2RecT
export VERILOG_FILES = /design/flow/design.v
export SDC_FILE = /design/flow/constraint.sdc
export NUM_CORES = 4
export LEC_CHECK = 1
export CORE_AREA = 10 10 70 70
export DIE_AREA = 0 0 80 80
### /design/flow/constraint.sdc
current_design ctr2RecT

set clk_period 1.4
set clk_io_pct 0.2

create_clock -name clk0 -period $clk_period [get_ports {clk}]

set non_clock_inputs [all_inputs -no_clocks]
set_input_delay [expr $clk_period * $clk_io_pct] -clock clk0 $non_clock_inputs
set_output_delay [expr $clk_period * $clk_io_pct] -clock clk0 [all_outputs]
==> reports/results.ini <==
[placed_design]
numPortBuffers=6
gp_congestion=0.687
placed_area_sq_um=473
post-dp-hpwl_um=471

[grt]
grt_antenna_before_repair=0
grt_pass1_vias=219
grt_max_degree=11
grt_pass1_wl_um=993
grt_overflow_total=0
grt.total_usage=0.0201

[yosys]
synth_area_sq_um=355
ys_seq_share=0.708
yosys_area_sq_um=355
ys_warn_count=1
yosysTopAreaCell=dfrtp_1
area_leaders=dfrtp_1 63%, mux2i_1 8.5%, dfstp_2 7.4%
syn_avg_cell_area_sq_um=14.2
synthDistinctLibCells=10
ys.flops=10
top_cell_area_share=0.634
syn_inst=25
ys_cells=25

[run_status]
status=completed

[cells_and_area]
drive_gt1_frac=0.243
lay_top_cells=9 x dfrtp_1, 4 x inv_1, 4 x dlymetal6s2s_1
final_common_cell=dfrtp_1
synthToLayoutAreaGrowth_pct=47.5
design_area_sq_um=524
fin_util=0.153

[timing]
setup_violations=0
skew_ps=6.55
rsz0062_at_grt=false
fin_setup_tns_ps=0
fmax_mhz=952
tightest_slew_ps=364
slew_viol_final=0
maxSlewHeadroom=0.757
post-route-period-util=0.750
period_needed_ps=1050
timing.hold.ws_ps=278
hold_violations=0

[floorplan]
initCoreUtil=0.104
rows=21
design.core.area_sq_um=3420
dieArea_sq_um=6400
dieWidth_um=80
ios=7
die_h_um=80

[min_path]
hold_class=in -> async

[job]
warnings=25
maxCapViolCount=0

[power]
switching_share=0.198
powerDensity_nw_per_um2=965
pwr-share-seq=0.572
leakage_uw=0.000269
p_int_uw=406
p_sw_uw=99.9
total_power_uw=506
vdd_drop_max_mv=0.553
clockPowerShare=0.397
comb_power_share=0.031

[cts]
cts-root-buf=clkbuf_4
cts_num_sinks=10
worstSkewPairLatency_ps=260
cts_tree=built
cts_buffers=3
path_clk_slew_ps=60
cts.path.max_buffers=2
htree_num_levels=1
cts_hold_buf=0

[setup_path]
crit_arrival_ps=770
cp_top_family=flip-flops
required_ps=1120
path_buffers=1
cpMaxStageDelayCell=dfrtp_1
crit_fanout=2
critPathLaunchType=flop
criticalPathCategory=reg -> out
cp-end-kind=primary output
path_cells=dlymetal6s2s_1
cpPeakStageDelay_ps=370

[detailed_routing]
drt_iter0_drc=6
first_pass_iters=3
routed_wl_um=617
antenna_left=0
vias=213
routed_via_density=2.57
num_antenna_cells=0
drcViolationCount=0
wire_per_inst_um=7.43

[cell usage after synthesis (all sizes together)]
cell     count
a211o        1
a21o         1
and2         1
dfrtp        9
dfstp        1
inv          5
mux2i        3
nor2         1
o2bb2ai      3
[power groups by stage]
stage     combinational, uW  clock [uW]  sequential, uW
4_1_cts                16.3         213             289
5_1_grt                17.4         227             289
6_report               15.9         201             289
[path summary, 6_finish.rpt]
kind	from	depth (start not counted)	slack [ps]	end
setup / recovery	rollBack	1	350	rollBack
hold / removal	reset	2	280	state[1]
setup reg to reg	save	2	540	save
hold reg to reg	state[2]	0	380	state[5]
max in group asynchronous	reset	2	810	state[0]
min in group clk0	state[2]	0	380	state[5]
[cells by family (layout without fill, tap and decap cells)]
| family | count (synthesis) | in the layout | share of synthesized area |
|---|---|---|---|
| compound gates | 5 | 5 | 0.123 |
| buf+inv | 5 | 17 | 0.0528 |
| flops | 10 | 10 | 0.708 |
| mux | 3 | 3 | 0.0845 |
| simple gates | 2 | 2 | 0.0317 |
[worst register-to-register path: stages, from the launching register on]
cell and delay [ps]:
dfrtp_1 380, buf_4 130, a211o_1 240
[layer usage]
| metal | global-route usage | routed length, um | vias to the layer above |
|---|---|---|---|
| met2 | 0.0193 | 202 | 9 |
| met1 | 0.0306 | 344 | 95 |
| li1 | - | - | 109 |
| met3 | 0.0182 | 70 | 0 |
| met5 | 0 | 0 | - |
| met4 | 0.00176 | 0 | 0 |
[sequential cells by signal, summed over array words and instances (netlist names)]
signal / cells
state: 6
readBuff: 1
save: 1
rollBack: 1
substr: 1
[area by class of cell]
| cell class | instances | area (sq um) |
|---|---|---|
| well taps | 46 | 57.6 |
| fillers | 389 | 2890 |
| repair buffers | 8 | 85.1 |
| flip-flops and latches | 10 | 251 |
| clock buffers | 4 | 26.3 |
| multi-input cells | 10 | 85.1 |
| inverters | 5 | 18.8 |
[metrics by stage]
| stage | worst slack, ps | instances |
|---|---|---|
| 3_5_place_dp | 169 | 77 |
| 5_1_grt | 291 | 83 |
| 4_1_cts | 5.59 | 82 |
| 2_1_floorplan | 646 | 25 |
| 3_3_place_gp | 197 | 77 |
| 6_report | 350 | 83 |
[what timing repair did]
| action | CTS | global route |
|---|---|---|
| setup endpoints to repair | 1 | 4 |
| endpoints found under the hold margin | 0 | 0 |
| gates resized | 0 | 4 |
| buffers inserted | 1 | 1 |
Power figures rest on the tool's default switching activity, not on a simulated workload.
